==> flow/run.sh <==
#!/bin/bash
# OpenROAD 26Q1-2900-gdf79404cd8, Yosys 0.63+post, stock flow scripts
make -C /OpenROAD-flow-scripts/flow DESIGN_CONFIG=/design/flow/config.mk WORK_HOME=/design/flow/orfs finish
==> flow/config.mk <==
export PLATFORM = sky130hd
export DESIGN_NAME = fir_32nd
export DESIGN_NICKNAME = fir_32nd
export VERILOG_FILES = /design/flow/design.v
export SDC_FILE = /design/flow/constraint.sdc
export NUM_CORES = 4
export LEC_CHECK = 1
export CORE_UTILIZATION = 40
==> flow/constraint.sdc <==
current_design fir_32nd

set clk_period 25.2
set clk_io_pct 0.2

create_clock -name clk0 -period $clk_period [get_ports {clk}]

set non_clock_inputs [all_inputs -no_clocks]
set_input_delay [expr $clk_period * $clk_io_pct] -clock clk0 $non_clock_inputs
set_output_delay [expr $clk_period * $clk_io_pct] -clock clk0 [all_outputs]
==> flow/design.v <==
module fir_32nd (
    input clk,
    input reset,
    input signed [15:0] data_in,
    output reg signed [15:0] filtered_output
);
    parameter signed [15:0] h0  = 16'sd2;
    parameter signed [15:0] h1  = 16'sd188;
    parameter signed [15:0] h2  = 16'sd187;
    parameter signed [15:0] h3  = 16'sd876;
    parameter signed [15:0] h4  = 16'sd1327;
    parameter signed [15:0] h5  = 16'sd2048;
    parameter signed [15:0] h6  = 16'sd2767;
    parameter signed [15:0] h7  = 16'sd3398;
    parameter signed [15:0] h8  = 16'sd3855;
    parameter signed [15:0] h9  = 16'sd4097;
    parameter signed [15:0] h10 = 16'sd3855;
    parameter signed [15:0] h11 = 16'sd3398;
    parameter signed [15:0] h12 = 16'sd2767;
    parameter signed [15:0] h13 = 16'sd2048;
    parameter signed [15:0] h14 = 16'sd1329;
    parameter signed [15:0] h15 = 16'sd702;
    parameter signed [15:0] h16 = 16'sd241;
    parameter signed [15:0] h17 = 16'sd2;  
    parameter signed [15:0] h18 = 16'sd241;
    parameter signed [15:0] h19 = 16'sd702;
    parameter signed [15:0] h20 = 16'sd1329;
    parameter signed [15:0] h21 = 16'sd2048;
    parameter signed [15:0] h22 = 16'sd2767;
    parameter signed [15:0] h23 = 16'sd3398;
    parameter signed [15:0] h24 = 16'sd3855;
    parameter signed [15:0] h25 = 16'sd4097;
    parameter signed [15:0] h26 = 16'sd3855;
    parameter signed [15:0] h27 = 16'sd3398;
    parameter signed [15:0] h28 = 16'sd2767;
    parameter signed [15:0] h29 = 16'sd2048;
    parameter signed [15:0] h30 = 16'sd1329;
    parameter signed [15:0] h31 = 16'sd702;
    parameter signed [15:0] h32 = 16'sd2;
    reg signed [15:0] x[0:32];
    reg signed [31:0] acc;
    integer i;
    always @(posedge clk or posedge reset) begin
        if (reset) begin
            for (i = 0; i < 33; i = i + 1)
                x[i] <= 0;
            acc <= 0;
            filtered_output <= 0;
        end else begin
            for (i = 32; i > 0; i = i - 1)
                x[i] <= x[i - 1];
            x[0] <= data_in;
            acc <= h0  * x[0]  + h1  * x[1]  + h2  * x[2]  + h3  * x[3] +
                   h4  * x[4]  + h5  * x[5]  + h6  * x[6]  + h7  * x[7] +
                   h8  * x[8]  + h9  * x[9]  + h10 * x[10] + h11 * x[11] +
                   h12 * x[12] + h13 * x[13] + h14 * x[14] + h15 * x[15] +
                   h16 * x[16] + h17 * x[17] + h18 * x[18] + h19 * x[19] +
                   h20 * x[20] + h21 * x[21] + h22 * x[22] + h23 * x[23] +
                   h24 * x[24] + h25 * x[25] + h26 * x[26] + h27 * x[27] +
                   h28 * x[28] + h29 * x[29] + h30 * x[30] + h31 * x[31] +
                   h32 * x[32];
            filtered_output <= (acc + (1 <<< 14)) >>> 15;
        end
    end
endmodule
==> job_summary.md <==
## Implementation flow summary

| Metric | Value |
|---|---|
| Fin. Hold Viols | 0 |
| Data required, critical path | 25790 ps |
| Cell area after technology mapping | 119000 µm² |
| Die area | 301000 µm² |
| Final Cycle Share | 0.593 |
| Gate Count Post-Synth | 10600 |
| Remaining number of nets flagged by the antenna check after routing | 0 |
| Number of design rule violations left after detail routing | 0 |
| Number of port buffers | 33 |
| Critical path fanouts, max | 7 |
| Final min period | 14950 ps |
| Source of the worst hold timing path | x[13][8] |
| Data arrival at the endpoint of the critical path | 15540 ps |
| Library cell contributing the largest single delay on the critical path | sky130_fd_sc_hd__a221oi_1 |
| Congestion Overflow GR | 0 |
| Source of the worst register-to-register timing path | x[15][2] |
| Proportion of register bits with asynchronous set or reset after synthesis | 1.00 |
| Clock transition at the registers of the reported paths | 60 ps |
| GRT Resource Usage Total | 0.293 |
| Number of clock buffers inserted by TritonCTS | 79 |
| R2r worst-path depth | 49 |
| Timing-limited maximum frequency | 0.0669 GHz |
| OpenROAD warning count | 202 |
| Number of pins exceeding their max-slew limit in the final report | 0 |
| Type of the worst setup path | reg -> reg |
| Final RePlAce weighted congestion | 1.03 |
| Total clock sinks | 561 |
| Die extent in y | 548 µm |
| Core Region | 297000 µm² |
| Number of I/O pins | 34 |
| CTS Root Cell | sky130_fd_sc_hd__clkbuf_16 |
| Crit-path most repeated cell | sky130_fd_sc_hd__fa_1 |
| Warnings, synthesis | 2 |
| Clock tree from TritonCTS | done |
| Hold Crit Depth | 0 |
| Router iterations before antenna repair | 5 |
| CTS H-Tree Depth | 3 |
| Global-route wire length before repair | 577000 µm |
| Worst-margin pin slew | 1240 ps |
| Leading register cell type out of synthesis | sky130_fd_sc_hd__dfrtp_1 |
| Max-Slew Margin vs Limit | 0.165 |
| Post-cts repair resize count | 0 |
| Number of core rows | 200 |
| Kind of end point of the critical path | register |
| Synthesized area per cell | 11.2 µm² |
| Final HPWL from detailed placement | 354000 µm |
| Tally of filler cells in the layout | 27500 |
| Number of setup violations in the final report | 0 |
| Via count of the first global-routing pass | 82200 |
| Post-CTS repair timing setup buffer count | 0 |
| WHS Endpoint | x[14][8] |
| Slowest cell delay on critical path | 570 ps |
| Setup TNS Final | 0 ps |
| Top logic cells by instance count in the layout | 3731 x sky130_fd_sc_hd__inv_1, 2818 x sky130_fd_sc_hd__fa_1, 1988 x sky130_fd_sc_hd__ha_1 |
| Initial antenna violation count | 16 |
| Worst setup slack for register-to-register paths | 10250 ps |
| Result of the run | finished, final reports clean |
| Share of cells above drive strength 1 | 0.0322 |
| Number of enable flip-flop cells | 0 |
| Max Cap Viol | 0 |
| Vias | 70400 |
| Count of unique library cells instantiated by Yosys | 68 |
| Pre-placement core utilization | 0.402 |
| Relative area change from synthesis to final layout | 7.81% |
| Initial detailed-routing violation count | 2975 |
| Unrepaired setup endpoints after global routing | no |
| Number of buffer and inverter instances along the worst setup path | 14 |
| Number of hold buffers added after cts | 0 |
| Post-synthesis sequential area ratio | 0.118 |
| Delay-heaviest family, CP | adder cells |
| Average wire per cell in the routed design | 26.1 µm |
| Total cells reported by yosys after synthesis | 10600 |
| Most frequently placed logic cell in the final layout | sky130_fd_sc_hd__inv_1 |
| Via/cell ratio | 4.73 |
| Number of synthesized register bits | 561 |
| Worst reg2reg path endpoint | acc[30] |
| Maximum number of pins on one net before global-route repair | 89 |
| Yosys stat area | 119000 µm² |
| Final worst clock skew | 53.5 ps |
| Worst min-delay path category | reg -> reg |
| Total wire length | 388000 µm |
| Setup crit start kind | register |
| Maximum clock path buffer count | 3 |
| Insertion Delay late pin | 750 ps |
| Overall die width | 548 µm |
synthesized netlist by cell type (all sizes together) (8+ instances only):
| master | instances | area [µm²] |
|---|---|---|
| a211oi | 10 | 75.1 |
| a21o | 56 | 420 |
| a21oi | 170 | 866 |
| a31o | 8 | 70.1 |
| a31oi | 21 | 131 |
| and2 | 9 | 56.3 |
| and3 | 20 | 125 |
| clkbuf | 27 | 101 |
| dfrtp | 561 | 14000 |
| fa | 2818 | 56400 |
| ha | 1988 | 24900 |
| inv | 3732 | 14000 |
| mux2i | 18 | 180 |
| nand2 | 126 | 473 |
| nand2b | 31 | 194 |
| nand3 | 40 | 200 |
| nor2 | 164 | 616 |
| nor2b | 24 | 150 |
| nor3 | 46 | 230 |
| nor4 | 8 | 50.1 |
| o21a | 45 | 338 |
| o21ai | 110 | 551 |
| o21bai | 21 | 158 |
| or2 | 20 | 125 |
| or3 | 16 | 100 |
| xnor2 | 299 | 2620 |
| xor2 | 146 | 1280 |
metal layers:
| metal | vias to the layer above | global-route usage | part of all wire |
|---|---|---|---|
| met4 | 10 | 0.0764 | 0.036 |
| met2 | 2247 | 0.419 | 0.44 |
| met5 | - | 0.00776 | 0.0015 |
| li1 | 31600 | - | - |
| met1 | 36200 | 0.385 | 0.37 |
| met3 | 385 | 0.184 | 0.15 |
worst reg2reg max path: cells and delay by family (launching register included):
family,cells,cell delay (ps)
AOI/OAI and AO/OA,11,3240
xor gates and xnor gates,3,710
adders and majority gates,20,9210
buffers and inverters,14,1110
DFF,1,520
and+or+nand+nor,1,40
how the worst max path moves through the flow:
stage | startpoint | to | slack (ps) | cells after the start
final | x[15][2] | acc[30] | 10250 | 49
after global routing | x[15][4] | acc[30] | 9630 | 49
after CTS | x[15][4] | acc[30] | 10140 | 49
cell families (layout without fill, tap and decap cells):
| kind of cell | count (synthesis) | in the layout | synth area share |
|---|---|---|---|
| adders and majority gates | 4806 | 4806 | 0.681 |
| buffers and inverters | 3767 | 4078 | 0.119 |
| DFF | 561 | 561 | 0.118 |
| AOI/OAI and AO/OA | 523 | 523 | 0.0279 |
| and+or+nand+nor | 521 | 521 | 0.0206 |
| xor gates and xnor gates | 445 | 445 | 0.0327 |
| muxes | 18 | 18 | 0.00151 |
| other | 0 | 4 | 0 |
stage by stage:
step / std cells / worst slack, ps / util / instance area (µm²) / hold WS, ps
after floorplan: 10600 / 4470 / - / 119000 / 372
after global placement: 14700 / 10100 / 0.424 / 126000 / 378
after detailed placement: 14700 / 10200 / 0.424 / 126000 / 381
after CTS: 14900 / 10140 / 0.433 / 129000 / 371
after global routing: 14900 / 9630 / 0.433 / 129000 / 389
final: 14900 / 10250 / 0.433 / 129000 / 366
sequential cells by signal (all words and copies together) (netlist names):
name / flops
acc: 17
filtered_output: 16
x: 528
area by class of cell:
type / instances / area (µm²) / area share
diodes: 4 / 10.0 / 0.0000778
clock buffers: 92 / 2090 / 0.0162
clock inverters: 55 / 797 / 0.00620
inverters: 3733 / 14000 / 0.109
multi-input cells: 6313 / 91200 / 0.709
flip-flops and latches: 561 / 14000 / 0.109
well taps: 3939 / 4930 / 0.0383
repair buffers: 198 / 1580 / 0.0123
