$ cat ./design.v
module fir_8th (
    input  wire clk,
    input  wire reset,
    input  wire signed [15:0] data_in,
    output reg  signed [15:0] filtered_output
);
    reg signed [15:0] x[0:8];    
    localparam signed [15:0] h0 = 16'sd1;
    localparam signed [15:0] h1 = 16'sd248;
    localparam signed [15:0] h2 = 16'sd2480;
    localparam signed [15:0] h3 = 16'sd7941;
    localparam signed [15:0] h4 = 16'sd11399;
    localparam signed [15:0] h5 = 16'sd7941;
    localparam signed [15:0] h6 = 16'sd2480;
    localparam signed [15:0] h7 = 16'sd248;
    localparam signed [15:0] h8 = 16'sd1;
    reg signed [31:0] acc;
    integer i;
    always @(posedge clk or posedge reset) begin
        if (reset) begin
            for (i = 0; i < 9; i = i + 1)
                x[i] <= 0;
            acc <= 0;
            filtered_output <= 0;
        end else begin
            for (i = 8; i > 0; i = i - 1)
                x[i] <= x[i - 1];
            x[0] <= data_in;
            acc <= (h0 * x[0]) + (h1 * x[1]) + (h2 * x[2]) +
                   (h3 * x[3]) + (h4 * x[4]) + (h5 * x[5]) +
                   (h6 * x[6]) + (h7 * x[7]) + (h8 * x[8]);
            filtered_output <= (acc + (1 << 14)) >>> 15;
        end
    end
endmodule
$ cat ./run.sh
#!/bin/bash
# OpenROAD 26Q1-2900-gdf79404cd8, Yosys 0.63+post, stock flow scripts
make -C /OpenROAD-flow-scripts/flow DESIGN_CONFIG=/design/flow/config.mk WORK_HOME=/design/flow/orfs finish
$ cat ./config.mk
export PLATFORM = sky130hd
export DESIGN_NAME = fir_8th
export DESIGN_NICKNAME = fir_8th
export VERILOG_FILES = /design/flow/design.v
export SDC_FILE = /design/flow/constraint.sdc
export NUM_CORES = 4
export LEC_CHECK = 1
export CORE_UTILIZATION = 40
$ cat ./constraint.sdc
current_design fir_8th

set clk_period 23.1
set clk_io_pct 0.2

create_clock -name clk0 -period $clk_period [get_ports {clk}]

set non_clock_inputs [all_inputs -no_clocks]
set_input_delay [expr $clk_period * $clk_io_pct] -clock clk0 $non_clock_inputs
set_output_delay [expr $clk_period * $clk_io_pct] -clock clk0 [all_outputs]
==> results.json <==
{
  "crit_type": "flop to flop",
  "grt_start_max_net_pins": 55,
  "grt_util_overall_pct": 20.18,
  "worst_setup_hold_path_clk_slew_ps": 90,
  "drt_first_pass_iters": 5,
  "worst_slack_ps": 12070,
  "yosys_most_used_dff": "sky130_fd_sc_hd__dfrtp_1",
  "finalSetupTns_ps": 0,
  "timing.critical_path.mode_cell": "sky130_fd_sc_hd__fa_1",
  "vias": 17430,
  "drive_above_1_share_pct": 2.448,
  "grt_first_pass_wirelength_um": 110300,
  "topCombFamilyByArea": "adder cells",
  "post_synth_design_cell_area_um2": 30310,
  "count_of_standard_cell_rows": 100,
  "maxCapViolCount": 0,
  "ios": 34,
  "drt_first_iter_violations": 572,
  "worstMarginPinSlew_ps": 745.8,
  "yosys_warnings": 2,
  "layout.filler_cells": 6933,
  "hold_violations": 0,
  "slew_headroom_pct": 50.28,
  "vias_per_cell": 4.554,
  "ys_seq_share_pct": 14.61,
  "clock_sink_count": 177,
  "port_buffer_count": 33,
  "post_synth_tally_of_flip_flops_with_integrated_enable": 0,
  "tritoncts": "done",
  "gp_congestion": 0.9216,
  "netlist-cell-type-count": 52,
  "initial_utilization_pct": 40.58,
  "synthesis.instances": 2778,
  "clock.fmax_mhz": 90.64,
  "drcViolationCount": 0,
  "synth.cellmix.compoundShare_pct": 3.728,
  "tool_warnings": 49,
  "maximum_cell_stage_delay_along_the_critical_path_ps": 550,
  "number_of_antenna_violations_at_the_first_check_in_global_routing": 1,
  "mux_area_share_pct": 0.1321,
  "drt.antenna.violating_nets": 0,
  "htreeDepth": 4,
  "number_of_flip_flops_and_latches_in_the_synthesized_netlist": 177,
  "synth_top_cell_by_count": "sky130_fd_sc_hd__inv_1",
  "critPathSlowestCell": "sky130_fd_sc_hd__fa_1",
  "min-delay-path-class": "flop to flop",
  "critPathMaxFanout": 4,
  "synthXorXnorAreaFrac_pct": 3.901,
  "fraction_of_synthesis_flops_using_an_asynchronous_set_or_reset_pin_pct": 100.0,
  "dieHeight_um": 277.3,
  "flop_area_um2": 4429,
  "synth.yosys.chip_area_um2": 30310,
  "placement.setup.worst_slack_ps": 12050,
  "max-clock-path-buffers": 2,
  "clock_tree.root_cell": "sky130_fd_sc_hd__clkbuf_16",
  "dpl.hpwl_um": 56780,
  "routedWlPerCell_um": 17.10,
  "drt-total-wl_um": 65460,
  "ys_top_cells_by_count": "sky130_fd_sc_hd__inv_1 (942), sky130_fd_sc_hd__fa_1 (625), sky130_fd_sc_hd__ha_1 (515), sky130_fd_sc_hd__dfrtp_1 (177), sky130_fd_sc_hd__xnor2_1 (74)",
  "core_area_um2": 74700,
  "rsz_0062_raised_after_global_routing": "no",
  "post_synth_top_area_cell": "sky130_fd_sc_hd__fa_1",
  "yosysCellCount": 2778,
  "dieArea_um2": 76880,
  "vias_in_the_first_global_route": 19810,
  "grt.overflow.total": 0,
  "fa_ha_area_share_pct": 62.61,
  "synth.top_cell.area_share_pct": 41.28,
  "setup_viol": 0,
  "chipWidth_um": 277.3,
  "timing.critical_path.required_ps": 23530,
  "post-cts-setup-buffers": 0,
  "synthesis.area_per_instance_um2": 10.91,
  "crit_arrival_ps": 11460,
  "clk_latency_ps": 510,
  "regToRegSetupSlack_ps": 12070,
  "outcome": "complete, no violations",
  "final.hold.worst_slack_ps": 432.1,
  "critPathCaptureType": "flop",
  "number_of_buffers_created_by_cts": 17,
  "skew_ps": 18.54,
  "holdBufCountCts": 0,
  "critical_path.startpoint_type": "flop",
  "cts_resized": 0,
  "synth.top_cells.by_area": "sky130_fd_sc_hd__fa_1 (41%), sky130_fd_sc_hd__ha_1 (21%), sky130_fd_sc_hd__dfrtp_1 (15%)",
  "finalWorstPathRequiredPeriod_ps": 11030,
  "detail_route.antenna_diodes": 0,
  "multiInputGateArea_um2": 22340,
  "area_delta_synth_final_pct": 7.583,
  "post-route-period-util_pct": 47.76,
  "synthSimpleGateAreaFrac_pct": 3.327,
  "slew_violations": 0
}
final timing paths:
| path | start | endpoint | depth (start not counted) |
|---|---|---|---|
| worst max-delay path | x[2][5]$_DFF_PP0_ | acc[30]$_DFF_PP0_ | 41 |
| worst min-delay path | x[0][15]$_DFF_PP0_ | x[1][15]$_DFF_PP0_ | 0 |
| worst max register to register | x[2][5]$_DFF_PP0_ | acc[30]$_DFF_PP0_ | 41 |
| worst min register to register | x[0][15]$_DFF_PP0_ | x[1][15]$_DFF_PP0_ | 0 |
| max in group asynchronous | reset | x[7][14]$_DFF_PP0_ | 4 |
| min in group asynchronous | reset | x[0][1]$_DFF_PP0_ | 2 |
registers in the layout, indices dropped and copies added, names as in the netlist:
register / flops
x: 144
filtered_output: 16
acc: 17
final cells by class:
type                    instances  area share, %
multi-input cells            1657          68.50
flip-flops and latches        177          13.58
inverters                     942          10.87
well taps                     969          3.718
repair buffers                 52          1.450
clock buffers                  17          1.305
clock inverters                14         0.5756
layer usage:
layer	routed length (µm)	global-route usage, %	up-vias
li1	-	-	8403
met1	26630	28.01	8644
met2	32340	32.58	344
met3	5337	7.282	40
met4	1153	2.450	0
met5	0	0.3127	-
logic make-up after synthesis:
logic type / count (synthesis)
buf+inv: 944
flops: 177
fa+ha+maj: 1142
compound gates: 166
xor+xnor: 135
simple gates: 210
mux: 4
cells in the final DEF, fill, tap and decap left out, drive strengths merged, types with 4 or more instances in the layout:
cell type	netlist	layout
a31oi	4	4
o21ai	28	28
o21bai	7	7
mux2i	4	4
xor2	61	61
and2	4	4
nand3	22	22
or2	5	5
a211oi	8	8
fa	625	625
a21o	19	19
nor2b	8	8
inv	942	949
clkbuf	2	17
o21a	14	14
nor2	55	55
dfrtp	177	177
nand4	4	4
o211ai	5	5
buf	0	19
xnor2	74	74
or3	6	6
and3	13	13
clkdlybuf4s50	0	33
clkinv	0	5
ha	515	515
nand2b	21	21
a21oi	57	57
nand2	47	47
nor3	22	22
a211o	4	4
critical path: cells and delay by family (launching register included):
kind	cells	cell delay, ps
buffers and inverters	9	440
DFF	1	500
xor gates and xnor gates	1	120
AOI/OAI and AO/OA	13	2960
and+or+nand+nor	3	460
adders and majority gates	15	6510
per-stage QoR:
| stage | cell area [µm²] | std cells | utilization (%) |
|---|---|---|---|
| 2_1_floorplan | 30310 | 2778 | - |
| 3_3_place_gp | 31990 | 3797 | 42.83 |
| 3_5_place_dp | 31990 | 3797 | 42.83 |
| 4_1_cts | 32610 | 3828 | 43.65 |
| 5_1_grt | 32610 | 3828 | 43.65 |
| 6_report | 32610 | 3828 | 43.65 |
