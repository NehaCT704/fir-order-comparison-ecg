File: design/flow/config.mk
export PLATFORM = sky130hd
export DESIGN_NAME = fir_filter
export DESIGN_NICKNAME = fir_filter
export VERILOG_FILES = /design/flow/design.v
export SDC_FILE = /design/flow/constraint.sdc
export NUM_CORES = 4
export LEC_CHECK = 1
export CORE_UTILIZATION = 40
File: design/flow/constraint.sdc
current_design fir_filter

set clk_period 19.0
set clk_io_pct 0.2

create_clock -name clk0 -period $clk_period [get_ports {clk}]

set non_clock_inputs [all_inputs -no_clocks]
set_input_delay [expr $clk_period * $clk_io_pct] -clock clk0 $non_clock_inputs
set_output_delay [expr $clk_period * $clk_io_pct] -clock clk0 [all_outputs]
File: design/flow/design.v
module fir_filter (
    input clk,
    input reset,
    input signed [15:0] data_in,
    output reg signed [15:0] filtered_output
);
    parameter signed [15:0] h0  = 16'sd0;
    parameter signed [15:0] h1  = 16'sd241;
    parameter signed [15:0] h2  = 16'sd702;
    parameter signed [15:0] h3  = 16'sd1329;
    parameter signed [15:0] h4  = 16'sd2048;
    parameter signed [15:0] h5  = 16'sd2767;
    parameter signed [15:0] h6  = 16'sd3398;
    parameter signed [15:0] h7  = 16'sd3855;
    parameter signed [15:0] h8  = 16'sd4097;
    parameter signed [15:0] h9  = 16'sd3855;
    parameter signed [15:0] h10 = 16'sd3398;
    parameter signed [15:0] h11 = 16'sd2767;
    parameter signed [15:0] h12 = 16'sd2048;
    parameter signed [15:0] h13 = 16'sd1329;
    parameter signed [15:0] h14 = 16'sd702;
    parameter signed [15:0] h15 = 16'sd241;
    parameter signed [15:0] h16 = 16'sd0;
    reg signed [15:0] x[0:16];
    reg signed [31:0] acc;
    integer i;
    always @(posedge clk or posedge reset) begin
        if (reset) begin
            for (i = 0; i < 17; i = i + 1)
                x[i] <= 0;
            acc <= 0;
            filtered_output <= 0;
        end else begin
            for (i = 16; i > 0; i = i - 1)
                x[i] <= x[i - 1];
            x[0] <= data_in;
            acc <= (h0  * x[0])  + (h1  * x[1])  + (h2  * x[2])  + (h3  * x[3]) +
                   (h4  * x[4])  + (h5  * x[5])  + (h6  * x[6])  + (h7  * x[7]) +
                   (h8  * x[8])  + (h9  * x[9])  + (h10 * x[10]) + (h11 * x[11]) +
                   (h12 * x[12]) + (h13 * x[13]) + (h14 * x[14]) + (h15 * x[15]) +
                   (h16 * x[16]);
            filtered_output <= (acc + (1 <<< 14)) >>> 15;
        end
    end
endmodule
File: design/flow/run.sh
#!/bin/bash
# OpenROAD 26Q1-2900-gdf79404cd8, Yosys 0.63+post, stock flow scripts
make -C /OpenROAD-flow-scripts/flow DESIGN_CONFIG=/design/flow/config.mk WORK_HOME=/design/flow/orfs finish
==> flow_summary.ini <==
; physical design summary
[status]
status = finished, final reports clean

[critical_path]
reg2reg_from = x[2][8]
arrival_ns = 13.92
cp_max_fo = 8
crit_start = x[2][8]
end_kind = flop
max_stage_delay_ns = 0.57
cp_slowest_cell = dfrtp_1
cp_num_buf_inv = 11
required_ns = 19.49
cp.depth = 44
cp_common_cell = fa_1
start_kind = flop
critPathTopFamily = adder cells
critical_path_class = flop to flop
rr_worst_depth = 44

[detailed_routing]
wl_met2_um = 72500
drt_iter0_drc = 1194
num_vias = 34033
vias_per_cell = 4.66
ant_nets = 0
drcViolationCount = 0
firstDrtPassIters = 5
dr_wl_met3_um = 17800
dr.max_layer_used = met5
wl_met1_um = 58900
postRouteWirelength_um = 154000
wl_per_cell_um = 21.1

[sta]
fmax_ghz = 0.0745
relSlewSlack = 0.304
hold_viol = 0
setup_viol = 0
tns_ns = 0
final-max-slew-violation-count = 0
period_used_share = 0.707
worst_slack_ns = 5.57
grt_setup_unrepaired = no
tightestPinTransition_ns = 1.02
hold-worst-slack_ns = 0.340
finClkSkew_ns = 0.0486
min_period_ns = 13.43

[final_layout]
mi_logic_area_sq_mm = 0.0445
syn_to_final_growth_pct = 7.95
flop_area_sq_mm = 0.00723
instances_no_fill = 7299
drive_gt1_frac = 0.0306
fill_cells = 13374

[global_routing]
grt_pass1_wl_um = 243000
grt_overflow = 0
grt_use_total = 0.241
antenna_found_initial = 6
grt_max_degree = 52
grt_pass1_vias = 39213

[clocking]
cts_setup_buffers = 0
cts_hold_buf = 0
cts_tree = done
clkSlewWorstSetupHoldPaths_ns = 0.06
cts_buffers = 41
h-tree-depth = 2
clock-sinks = 289
cts_root_buffer = clkbuf_16
cts_resized = 0
clockBufferDepth = 3
clkLatencyLatePin_ns = 0.65

[yosys]
syn-cell-area_sq_mm = 0.0585
ys_cells = 5218
ys_area_sq_mm = 0.0585
async_reset_ff_frac = 1.00
ys.flop_type = dfrtp_1
synth_cell_types = 58
yosysWarnings = 2
edf_count = 0
syn_area_per_cell_sq_um = 11.2
ys_seq_frac = 0.124
synthCells = 5218
ys_ff = 289

[die]
core_area_sq_mm = 0.144
die_area_sq_mm = 0.148
fp-utilization = 0.405
ioPinCount = 34
die_x_um = 384
fp.dieH_um = 384
rows = 139

[worst_hold_path]
min-delay-start = x[0][12]
hold_depth = 0
hold_class = flop to flop

[placement]
dp_hpwl_um = 134000
port_buffers = 33
pre_cts_ws_ns = 5.61
gp_congestion = 0.975
dp.cells = 7218

[run]
maxCapViolCount = 0
warning_count = 78
layout by cell type (no fill, tap or decap), types with 5 or more instances in the layout:
cell type | netlist | routed
dfrtp_1 | 289 | 289
or2_2 | 11 | 11
a31oi_1 | 18 | 18
a21o_1 | 37 | 37
nand3_1 | 24 | 24
and3_1 | 13 | 13
fa_1 | 1317 | 1317
a21oi_1 | 96 | 96
a211oi_1 | 8 | 8
clkbuf_16 | 0 | 41
inv_1 | 1781 | 1780
clkinvlp_4 | 0 | 5
xor2_1 | 56 | 56
ha_1 | 1032 | 1032
and2_1 | 5 | 5
diode_2 | 0 | 6
o21ai_0 | 65 | 65
nor2_1 | 61 | 61
o2111ai_1 | 5 | 5
mux2i_1 | 15 | 15
clkbuf_1 | 16 | 8
nand2b_1 | 12 | 12
nand4_1 | 5 | 5
nor3_1 | 17 | 17
o31ai_1 | 6 | 6
o21a_1 | 16 | 16
nand2_1 | 59 | 59
nor2b_1 | 16 | 16
xnor2_1 | 174 | 174
clkdlybuf4s50_1 | 0 | 33
or3_1 | 11 | 11
o21bai_1 | 10 | 10
buf_4 | 0 | 80
inv_6 | 0 | 6
path summary, 6_finish.rpt:
kind / slack (ns) / endpoint
worst max register to register: 5.57 / acc[30]
worst max-delay path: 5.57 / acc[30]
worst min-delay path: 0.34 / x[1][12]
min in group asynchronous: 3.59 / filtered_output[5]
max in group asynchronous: 12.28 / x[0][12]
worst min register to register: 0.34 / x[1][12]
registers in the layout, indices dropped and copies added, names as in the netlist:
signal           flops
x                  256
acc                 17
filtered_output     16
worst register-to-register path: cells and delay by family, from the launching register on:
| kind | cells | cell delay, ns |
|---|---|---|
| fa+ha+maj | 18 | 8.45 |
| compound gates | 9 | 2.26 |
| simple gates | 4 | 0.92 |
| buf+inv | 11 | 0.58 |
| flops | 1 | 0.57 |
| xor+xnor | 2 | 0.50 |
layout make-up:
class                      count  area share
multi-input combinational   3131       0.705
sequential                   289       0.115
inverter                    1782       0.106
tap                         1903      0.0377
clock buffer                  52      0.0174
timing repair buffer         113      0.0147
clock inverter                23     0.00444
antenna                        6    0.000238
cell usage after synthesis (all sizes together), types with 13 or more instances:
cell type	n	area share
nand2	59	0.0038
clkbuf	16	0.0010
a21oi	96	0.0082
fa	1317	0.45
nor2	61	0.0039
o21ai	67	0.0058
and3	13	0.0014
nor3	17	0.0015
a21o	37	0.0047
nand3	24	0.0021
inv	1781	0.11
dfrtp	289	0.12
xor2	56	0.0084
xnor2	174	0.026
a31oi	18	0.0019
ha	1032	0.22
nor2b	16	0.0017
o21a	16	0.0021
mux2i	15	0.0026
metrics by stage:
step / area (sq um) / utilization
after detailed placement: 61700 / 0.428
after CTS: 63100 / 0.437
after global routing: 63100 / 0.437
final: 63100 / 0.437
after floorplan: 58500 / -
after global placement: 61700 / 0.428
metal layers:
metal | track usage | vias up
met3 | 0.116 | 163
met1 | 0.323 | 17145
met4 | 0.0558 | 8
met2 | 0.367 | 959
li1 | - | 15758
met5 | 0 | -
logic make-up after synthesis:
kind of cell | synth area share
fa+ha+maj | 0.672
buf+inv | 0.115
compound gates | 0.0318
xor+xnor | 0.0344
mux | 0.00257
simple gates | 0.0205
flops | 0.124
